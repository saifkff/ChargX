==> flow/design.v <==
module delayRegister (
    input clk,rst,
    input [3:0] wmask_in,
    input [4:0] rs1_in,rs2_in,
    input [31:0] instruction_in,
    input [31:0] rs1_data_in, rs2_data_in,
    input [31:0] current_pc_in,
    input [31:0] pc_w_in,
    input [31:0] store_data_in,
    output reg [3:0] wmask_out,
    output reg [4:0] rs1_out,rs2_out,
    output reg [31:0] instruction_out,
    output reg [31:0] rs1_data_out,rs2_data_out,
    output reg [31:0] current_pc_out,
    output reg [31:0] pc_w_out,
    output reg [31:0] store_data_out
);
    reg [31:0] instruction_1_delay ; 
    reg [31:0] rs1_data_1_delay, rs2_data_1_delay;
    reg [31:0] pc_w_1_delay ;
    always @(posedge clk) begin
        if (rst) begin
            wmask_out <= 4'b0;
            rs1_out <= 5'b0;
            rs2_out <= 5'b0;
            instruction_out <= 32'b0;
            rs1_data_out <= 32'b0;
            rs2_data_out <= 32'b0;
            current_pc_out<=32'b0;
            pc_w_out<=32'b0;
            store_data_out<=32'b0;
        end
        else begin
            wmask_out <= wmask_in;
            rs1_out <= rs1_in;
            rs2_out <= rs2_in;
            instruction_1_delay <= instruction_in;
            instruction_out <= instruction_1_delay;
            rs1_data_1_delay <= rs1_data_in;
            rs2_data_1_delay <= rs2_data_in;
            rs1_data_out <= rs1_data_1_delay;
            rs2_data_out <= rs2_data_1_delay;
            current_pc_out<=current_pc_in;
            pc_w_1_delay<=pc_w_in;
            pc_w_out<=pc_w_1_delay;
            store_data_out<=store_data_in;
        end
    end 
endmodule
==> flow/run.sh <==
#!/bin/bash
# OpenROAD 26Q1-2900-gdf79404cd8, Yosys 0.63+post, stock flow scripts
make -C /OpenROAD-flow-scripts/flow DESIGN_CONFIG=/design/flow/config.mk WORK_HOME=/design/flow/orfs finish
==> flow/config.mk <==
export PLATFORM = sky130hd
export DESIGN_NAME = delayRegister
export DESIGN_NICKNAME = delayRegister
export VERILOG_FILES = /design/flow/design.v
export SDC_FILE = /design/flow/constraint.sdc
export NUM_CORES = 4
export LEC_CHECK = 1
export CORE_UTILIZATION = 40
==> flow/constraint.sdc <==
current_design delayRegister

set clk_period 1.0
set clk_io_pct 0.2

create_clock -name clk0 -period $clk_period [get_ports {clk}]

set non_clock_inputs [all_inputs -no_clocks]
set_input_delay [expr $clk_period * $clk_io_pct] -clock clk0 $non_clock_inputs
set_output_delay [expr $clk_period * $clk_io_pct] -clock clk0 [all_outputs]
==> ds_physical_params.txt <==
Physical implementation characteristics

Parameter                              Value

Clocking
  CTS clock-pin slew for the worst setup and hold paths    50 ps
  CTS root buffer    sky130_fd_sc_hd__clkbuf_16
  CTS tree    yes
  Inserted Clock Buffers    34
  Longest Clk Path Bufs    3
  Sinks on the clock net    334
  CTS H-tree lvls    2
  Post-CTS Hold Buffers    0
  Latency at later pin    490 ps

Routing
  Average detailed-routed wire length per instance    16.61 µm
  Final WL    22410 µm
  Number of detailed-routing iterations run before antenna repair    4
  Number of violations reported at the end of detailed-routing iteration 0    217
  Routed via count divided by cell count    4.124
  Number of nets with antenna violations after routing    0
  DR vias    5563
  DRC viols    0

Cells and area
  Share of cells above drive strength 1    0.3953
  Commonest cells after routing, fill and taps aside    206 x sky130_fd_sc_hd__clkdlybuf4s50_1, 197 x sky130_fd_sc_hd__buf_2, 155 x sky130_fd_sc_hd__dfxtp_1, 128 x sky130_fd_sc_hd__edfxtp_1, 116 x sky130_fd_sc_hd__nor2b_1
  Synth-to-Final Area Change    48.36%
  Leading cell type in the layout, fill and taps excluded    sky130_fd_sc_hd__clkdlybuf4s50_1
  Filler cells    1829
  Summed area of non-filler cells in the final layout    14390 µm²
  Post-route insts no fill    1349

Logic synthesis
  Yosys stat area    9701 µm²
  Average footprint of a synthesized cell    17.20 µm²
  Count of state elements after synthesis    334
  Total cells reported by yosys after synthesis    between 500 and 600
  Sequential share of the synthesized area    0.8214
  Synthesized instance count    between 500 and 600
  Distinct cell type count after synthesis    7
  Number of warnings issued by yosys    1
  Post-Synthesis Cell Area    9701 µm²

Setup path
  CP peak stage delay    320 ps
  Data required time of the critical path    800 ps
  Crit path kind    reg -> out
  Maximum fanout count along the critical path    1
  Slowest CP cell    sky130_fd_sc_hd__dfxtp_2
  Total buffers and inverters traversed by the critical path    1
  Largest delay share family, worst path    flip-flops
  Critical Path Source Type    flop
  Data arrival time of the critical path    930 ps
  Critical Path Sink Type    primary output
  Cell breakdown of the critical path    buf_6

Flow run
  Number of violations of the max-capacitance limit    0
  Number of warnings the tools reported    28

Die
  IO Pins    about 410
  Area of the die    24880 µm²
  Pre-placement core utilization    0.4108
  CORE AREA    23610 µm²
  Count of standard-cell rows    56
  Die height    157.7 µm
  Die width    157.7 µm

Pwr
  Worst voltage drop across the vdd grid    roughly 1.4 mV
  Pwr per Cell Area    2064 nW/µm²
  Leakage power summed over all cells    5.957 nW

Placed design
  Quantity of I/O buffers inserted on ports    413
  Placed standard-cell area    about 14000 µm²
  Placed Cells incl. Taps    ~1300
  Final GP Congestion    0.8185
  Post-detailed-placement half-perimeter wirelength    16450 µm

Final timing
  Share of the cycle needed by the critical path after routing    1.128
  Worst slew margin    0.6969
  Transition time at the pin with the least slew margin    between 400 and 500 ps
  Timing-limited maximum frequency    between 0.8 and 0.9 GHz
  # setup viols final    206
  Setup repair after global routing missed its margin    true
  Crit path time final    ~1100 ps
  Total count of hold-check failures in the final report    0
  Worst path setup slack after routing    -128.1 ps
  Worst clock skew    7.926 ps
  Number of max-slew violations in the final report    0

Worst hold path
  Min-delay worst type    in -> reg

Global routing
  Total routing usage reported by global routing    0.1866
  Via count of the first global-routing pass    about 5500
  Grt ovf    0
  Number of antenna violations at the first check in global routing    3
  First-pass GRT wire length    31980 µm
  Maximum number of pins on one net before global-route repair    51

Status
  Violations in the final reports    negative setup slack
  Result of the run    finished, violations left
[worst paths after layout]
kind                                       start                     endpoint  slack (ps)  depth (start not counted)
setup / recovery     rs2_data_out[15]$_SDFF_PP0_             rs2_data_out[15]        -130                          1
hold reg to reg        pc_w_1_delay[3]$_DFFE_PN_       pc_w_out[3]$_SDFF_PP0_         440                          1
setup reg to reg  rs2_data_1_delay[18]$_DFFE_PN_  rs2_data_out[18]$_SDFF_PP0_         330                          1
hold / removal                               rst  rs2_data_out[15]$_SDFF_PP0_          80                          3
[layout make-up]
class / instances / area (µm²) / share of cell area
Tap cell: 319 / 399.1 / 0.02773
Inverter: 1 / 7.507 / 0.0005216
Timing Repair Buffer: 424 / 3321 / 0.2307
Antenna cell: 3 / 7.507 / 0.0005216
Clock inverter: 8 / 90.09 / 0.006260
Sequential cell: 334 / 8031 / 0.5581
Clock buffer: 54 / 1021 / 0.07094
Multi-Input combinational cell: 206 / 1514 / 0.1052
[routing by layer]
metal | vias to the layer above | track usage | wire, µm
li1 | 2712 | - | -
met1 | 2603 | 0.2650 | 8503
met2 | 215 | 0.2933 | 11310
met3 | 33 | 0.06745 | 2194
met4 | 0 | 0.03837 | 404
met5 | - | 0 | 0
[worst min-delay path, stage by stage]
cell,delay (ps)
sky130_fd_sc_hd__clkbuf_8,120
sky130_fd_sc_hd__buf_4,170
sky130_fd_sc_hd__nor2b_2,50
[per-stage QoR]
stage / hold WS (ps) / util / setup slack [ps] / total power [mW] / setup TNS (ps)
final: 81.87 / 0.6095 / -128.1 / 29.70 / -19380
after floorplan: 298.9 / - / -1694 / 16.08 / -216850
after global placement: 431.7 / 0.6007 / -69.78 / 18.08 / -8165
after CTS: 64.26 / 0.6066 / -155.9 / 30.05 / -24780
after global routing: 85.07 / 0.6094 / -167.5 / 30.87 / -27440
after detailed placement: 435.8 / 0.6007 / -77.71 / 18.10 / -9296
[where the power goes]
part / internal [mW] / leakage, nW / switching, mW / total (mW)
clock network: 7.54 / 0.543 / 4.81 / 12.4
registers: 15.1 / 2.98 / 0.202 / 15.3
logic: 1.41 / 2.43 / 0.614 / 2.03
[cells by family after synthesis]
group / after synthesis / synth area share
DFF: 334 / 0.8214
and+or+nand+nor: 206 / 0.1561
buffers and inverters: 24 / 0.02257
[synthesized netlist by cell type, drive strengths merged]
cell type | instances | area share
buf | 23 | 0.022
dfxtp | 206 | 0.43
edfxtp | 128 | 0.40
inv | 1 | 0.00039
nor2b | 206 | 0.16
[sequential cells by signal, indices dropped and copies added, names as in the netlist]
register / cells
pc_w_1_delay: 32
rs2_out: 5
instruction_out: 32
rs1_out: 5
rs2_data_1_delay: 32
store_data_out: 32
pc_w_out: 32
wmask_out: 4
rs2_data_out: 32
instruction_1_delay: 32
rs1_data_1_delay: 32
current_pc_out: 32
rs1_data_out: 32
[timing repair]
action / in CTS / in global routing
gates resized: 700 / 20
buffers inserted: 0 / 0
setup endpoints to repair: 206 / 206
Power and IR drop assume default switching activity.
